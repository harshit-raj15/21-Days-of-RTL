--- ./design.v ---
module day4 (
    input     logic [7:0]   a_i,
    input     logic [7:0]   b_i,
    input     logic [2:0]   op_i,
    output    logic [7:0]   alu_o
  );
    localparam  OP_ADD = 3'b000;
    localparam  OP_SUB = 3'b001;
    localparam  OP_SLL = 3'b010;
    localparam  OP_LSR = 3'b011;
    localparam  OP_AND = 3'b100;
    localparam  OP_OR  = 3'b101;
    localparam  OP_XOR = 3'b110;
    localparam  OP_EQL = 3'b111;
    logic carry;
    always_comb begin
      case (op_i)
        OP_ADD: {carry, alu_o}= {1'b0, a_i} + {1'b0, b_i};
        OP_SUB: alu_o = a_i - b_i;
        OP_SLL: alu_o = a_i[7:0] << b_i[2:0];
        OP_LSR: alu_o = a_i[7:0] >> b_i[2:0];
        OP_AND: alu_o = a_i[7:0] & b_i[7:0];
        OP_OR:  alu_o = a_i | b_i;
        OP_XOR: alu_o = a_i ^ b_i;
        OP_EQL: alu_o = {7'h0, a_i == b_i};
      endcase
    end
  endmodule
--- ./run.sh ---
#!/bin/bash
# OpenROAD 26Q1-2900-gdf79404cd8, Yosys 0.63+post, stock flow scripts
make -C /OpenROAD-flow-scripts/flow DESIGN_CONFIG=/design/flow/config.mk WORK_HOME=/design/flow/orfs finish
--- ./config.mk ---
export PLATFORM = sky130hd
export DESIGN_NAME = day4
export DESIGN_NICKNAME = day4
export VERILOG_FILES = /design/flow/design.v
export SDC_FILE = /design/flow/constraint.sdc
export NUM_CORES = 4
export LEC_CHECK = 1
export CORE_AREA = 10 10 99 99
export DIE_AREA = 0 0 109 109
export SYNTH_HDL_FRONTEND = slang
--- ./constraint.sdc ---
current_design day4

set clk_period 4.2
set clk_io_pct 0.2

create_clock -name clk0 -period $clk_period

set non_clock_inputs [all_inputs -no_clocks]
set_input_delay [expr $clk_period * $clk_io_pct] -clock clk0 $non_clock_inputs
set_output_delay [expr $clk_period * $clk_io_pct] -clock clk0 [all_outputs]
==> Changelog: implementation <==
### Metrics

* DRT antenna net count at 0
* DIE WIDTH at 109 um
* Initial antenna violation count at 0
* Hold_buf cts at 0
* NetSw at 137 uW
* Final setup fails at 0
* Worst Path Max Fanout at 6
* Vias in the first global route at about 1,900
* Clk pwr share at 0%
* Layout Area Growth over Synthesis at 43.5%
* FF/Latch Area at 0 um2
* Endpoint kind of the worst setup timing path: primary output
* Worst IR drop on VDD at 0.0000489 V
* Mapped Cells at 236
* PnR Total Power at 283 uW
* GR Overflow Total at 0
* OpenROAD warning count at 48
* DRT iter0 DRCs at 132
* Slew Viols, Final at 0
* First-pass GRT wire length at 9160 um
* Layout cell share with drive strength beyond 1 at a little under a quarter
* Startpoint types: input port
* Final Critical Period at 4090 ps
* Vias per cell at 4.93
* Final GP Congestion at roughly 0.96
* Io pins at 27
* Synthesized area at 0.00168 mm2
* Largest net degree at the start of global routing at 30
* Crit Path Category: in -> out
* Flop count at 0
* Power density cells at ~120 mW/mm2
* Worst Setup Slack, final at approximately 110 ps
* Max Freq at 244 MHz
* Slowest-stage cell, CP: clkdlybuf4s50_1
* Static Leak at ~1.1 nW
* Initial DRT Pass Iterations at 4
* Period utilization at 97.4%
* CP Cell Sequence: clkdlybuf4s50_1 > inv_1 > buf_4 > fa_2 > o21ai_0 > nand2b_1 > a21oi_2 > a211oi_2 > a22oi_1 > o21a_1 > clkdlybuf4s50_1
* Final hold violation count at 0
* Fillers at 799
* Ys cells at 236
* Die Ht at between 100 and 150 um
* Yosys stat area at between 0.0015 and 0.002 mm2
* Final Util at ~31%
* Seq/Total Area, Yosys at 0%
* Status: completed
* Clk_buf instances at 0
* Row cnt at 32
* Logic area at 0.00158 mm2
* Average cell area after synthesis at about 7.1 um2
* GRT Overall Usage at 9.32%
* Flop pwr share at 0%
* Crit path max-delay family: buffers and inverters
* Critical Path RT at 3360 ps
* Switching fraction of total power at 48.2%
* Routed WL at 5700 um
* Worst slew pin tran at 388 ps
* Port-buffer cells at 27
* Synth warnings at 0
* Synth cell types at 49
* Pre-CTS worst setup slack at -100 ps
* Crit path DAT at about 3300 ps
* Total core area at between 0.007 and 0.008 mm2
* DPL Wire Length at 4630 um
* Slew margin rel. at 74.1%
* Slowest cell delay on critical path at around 490 ps
* Logic gate share of total power at 100.0%
* FP Core Util at 21.7%
* CP most frequent cell: clkdlybuf4s50_1
* Chip area at 0.0119 mm2
* Hold Path Class: in -> out
* Max-Cap Viols at 0
* DRC viols at 0
* Via count at approximately 1,900
* WL/cell at 14.6 um
* Pint at 147 uW
* WP buf/inv at 4
* Diode count at 0
## synthesized netlist by cell type (3+ instances only)
cell type   n  area (um2)
nand2_1    25        93.8
ha_1       24         300
inv_1      23        86.3
a21oi_1    20         100
o21ai_0    19        95.1
nor2_1     15        56.3
buf_2       8        40.0
mux2i_1     6        60.1
nand2b_1    6        37.5
xnor2_1     6        52.6
clkbuf_1    5        18.8
nand3_1     5        25.0
a32oi_1     4        35.0
and3_1      4        25.0
mux4_2      4        90.1
a211o_1     3        26.3
a221oi_1    3        26.3
a22oi_1     3        22.5
nor2b_1     3        18.8
nor3_1      3        15.0
nor4_1      3        18.8
o211ai_1    3        22.5
o21a_1      3        22.5
## path summary, 6_finish.rpt
kind / from / to / slack, ps / cells past startpoint
worst max-delay path: b_i[1] / alu_o[2] / 110 / 11
worst min-delay path: a_i[0] / alu_o[1] / 2460 / 6
## worst min-delay path, delay by kind of cell
family,cells,cell delay [ps]
compound gates,1,60
fa+ha+maj,2,340
buf+inv,3,360
## cell type report
type	instances	area share, %
inverters	23	3.58
repair buffers	69	25.7
multi-input cells	196	65.4
well taps	102	5.29
## layout by cell type, fill, tap and decap left out, types with 3 or more instances in the layout
cell type / Yosys / layout
a211o_1: 3 / 3
a21oi_1: 20 / 17
a21oi_2: 0 / 3
a22oi_1: 3 / 3
a32oi_1: 4 / 3
and3_1: 4 / 4
buf_4: 2 / 39
clkdlybuf4s50_1: 0 / 23
dlymetal6s2s_1: 0 / 3
ha_1: 24 / 20
ha_2: 0 / 3
inv_1: 23 / 23
mux2i_1: 6 / 6
mux4_2: 4 / 4
nand2_1: 25 / 25
nand2b_1: 6 / 6
nand3_1: 5 / 5
nor2_1: 15 / 15
nor3_1: 3 / 3
o211ai_1: 3 / 3
o21a_1: 3 / 3
o21ai_0: 19 / 19
xnor2_1: 6 / 6
## per-stage QoR
step	std cells	TNS (ps)	instance area (um2)	hold slack [ps]
2_1_floorplan	236	0	1680	1840
3_3_place_gp	384	-160	2260	2900
3_5_place_dp	384	-134	2260	2920
4_1_cts	384	0	2270	2900
5_1_grt	390	-5.95	2410	2550
6_report	390	0	2410	2460
## cell families (layout without fill, tap and decap cells)
kind of cell	after synthesis	after routing	synth area share (%)
buffers and inverters	40	92	10.9
and+or+nand+nor	74	74	21.5
muxes	13	13	12.7
adders and majority gates	26	26	20.3
xor gates and xnor gates	8	8	4.17
AOI/OAI and AO/OA	75	75	30.5
## power groups by stage
| stage | registers (mW) | clock network, mW | logic, mW |
|---|---|---|---|
| 4_1_cts | 0 | 0 | 0.266 |
| 5_1_grt | 0 | 0 | 0.313 |
| 6_report | 0 | 0 | 0.283 |
## routing by layer
metal / track usage [%] / vias to the layer above / wire length [um]
li1: - / 957 / -
met1: 12.4 / 893 / 2660
met2: 15.8 / 66 / 2590
met3: 1.49 / 6 / 332
met4: 1.41 / 0 / 123
met5: 0 / - / 0
## timing repair
item                                    4_1_cts  5_1_grt
endpoints found under the setup margin        3        8
resized                                       5       20
cloned                                        0        0
setup buffers                                 0        6
pin swaps                                     2        4
Power is estimated from default activity; no workload was simulated.
