==> flow/design.v <==
module day19 #(
    parameter DEPTH   = 4,
    parameter DATA_W  = 1
  )(
    input         wire              clk,
    input         wire              reset,
    input         wire              push_i,
    input         wire[DATA_W-1:0]  push_data_i,
    input         wire              pop_i,
    output        wire[DATA_W-1:0]  pop_data_o,
    output        wire              full_o,
    output        wire              empty_o
  );
    typedef enum logic[1:0] {ST_PUSH = 2'b01,
                             ST_POP  = 2'b10,
                             ST_BOTH = 2'b11} fifo_state_t;
    parameter PTR_W = $clog2(DEPTH);
    logic [PTR_W:0] nxt_rd_ptr;
    logic [PTR_W:0] rd_ptr_q;
    logic [PTR_W:0] nxt_wr_ptr;
    logic [PTR_W:0] wr_ptr_q;
    logic [DATA_W-1:0] fifo_pop_data;
    assign pop_data_o = fifo_pop_data;
    logic [DEPTH-1:0] [DATA_W-1:0] fifo_mem;
    always_ff @(posedge clk or posedge reset)
      if (reset) begin
        rd_ptr_q <= {PTR_W+1{1'b0}};
        wr_ptr_q <= {PTR_W+1{1'b0}};
      end else begin
        rd_ptr_q <= nxt_rd_ptr;
        wr_ptr_q <= nxt_wr_ptr;
      end
    always_comb begin
      nxt_rd_ptr = rd_ptr_q;
      nxt_wr_ptr = wr_ptr_q;
      fifo_pop_data = fifo_mem[rd_ptr_q[PTR_W-1:0]];
      case ({pop_i, push_i})
        ST_PUSH: begin
          nxt_wr_ptr = wr_ptr_q + {{PTR_W{1'b0}}, 1'b1};
        end
        ST_POP: begin
          nxt_rd_ptr = rd_ptr_q + {{PTR_W{1'b0}}, 1'b1};
          fifo_pop_data = fifo_mem[rd_ptr_q[PTR_W-1:0]];
        end
        ST_BOTH: begin
          nxt_wr_ptr = wr_ptr_q + {{PTR_W{1'b0}}, 1'b1};
          nxt_rd_ptr = rd_ptr_q + {{PTR_W{1'b0}}, 1'b1};
        end
      endcase
    end
    always_ff @(posedge clk)
      if (push_i)
        fifo_mem[wr_ptr_q[PTR_W-1:0]] <= push_data_i;
    assign full_o = (rd_ptr_q[PTR_W] != wr_ptr_q[PTR_W]) &
                    (rd_ptr_q[PTR_W-1:0] == wr_ptr_q[PTR_W-1:0]);
    assign empty_o = (rd_ptr_q[PTR_W:0] == wr_ptr_q[PTR_W:0]);
  endmodule
==> flow/run.sh <==
#!/bin/bash
# OpenROAD 26Q1-2900-gdf79404cd8, Yosys 0.63+post, stock flow scripts
make -C /OpenROAD-flow-scripts/flow DESIGN_CONFIG=/design/flow/config.mk WORK_HOME=/design/flow/orfs finish
==> flow/config.mk <==
export PLATFORM = sky130hd
export DESIGN_NAME = day19
export DESIGN_NICKNAME = day19
export VERILOG_FILES = /design/flow/design.v
export SDC_FILE = /design/flow/constraint.sdc
export NUM_CORES = 4
export LEC_CHECK = 1
export CORE_AREA = 10 10 81 81
export DIE_AREA = 0 0 91 91
==> flow/constraint.sdc <==
current_design day19

set clk_period 1.4
set clk_io_pct 0.2

create_clock -name clk0 -period $clk_period [get_ports {clk}]

set non_clock_inputs [all_inputs -no_clocks]
set_input_delay [expr $clk_period * $clk_io_pct] -clock clk0 $non_clock_inputs
set_output_delay [expr $clk_period * $clk_io_pct] -clock clk0 [all_outputs]
==> flow_metrics.env <==
# flow metrics
export IMPL_outcome="finished, violations left"
export IMPL_failed_checks="setup timing"
export IMPL_post_route_drc_count=0
export IMPL_worst_path_buf_inv=2
export IMPL_cellLeakagePower_nw=0.368
export IMPL_worstSetupEndpointType="output port"
export IMPL_max_cap_viol_count=0
export IMPL_gp_weighted_congestion=0.780
export IMPL_core_rowCount=25
export IMPL_layout_area_seq_um2=270
export IMPL_min_delay_path_class="input port to asynchronous set/reset pin"
export IMPL_final_common_cell="sky130_fd_sc_hd__buf_4"
export IMPL_timing_clock_skew_ns=0.00223
export IMPL_vias=411
export IMPL_cp_slowest_stage_delay_ns=0.47
export IMPL_postLayoutCoreUtil_pct=18.0
export IMPL_grt_max_degree=9
export IMPL_critical_path_class="register to output port"
export IMPL_synth_yosys_warnings=1
export IMPL_viasPerCell=3.02
export IMPL_yosys_cells=45
export IMPL_timing_reg2reg_setup_slack_ns=0.06
export IMPL_tritoncts_num_buffers=3
export IMPL_ys_seq_share_pct=49.1
export IMPL_drt_pre_antenna_iters=4
export IMPL_ys_flops=10
export IMPL_syn_area_per_cell_um2=12.2
export IMPL_dp_slack_ns=-0.235
export IMPL_max_vdd_ir_drop_mv=0.392
export IMPL_timing_critical_path_fanout_max=2
export IMPL_hpwl_um=888
export IMPL_timing_worst_slew_pin_value_ns=0.337
export IMPL_critPathSlowestCell="sky130_fd_sc_hd__mux4_2"
export IMPL_power_density_cell_area_nw_per_um2=2210
export IMPL_cts_reportedPaths_clkPinSlew_ns=0.05
export IMPL_numClockSinks=10
export IMPL_slew_violations=0
export IMPL_routed_wire_length_per_instance_um=8.04
export IMPL_cts_max_level=1
export IMPL_synth_chip_area_um2=551
export IMPL_grtUsageTotal_pct=2.75
export IMPL_placed_area_um2=787
export IMPL_clk_insertion_delay_late_ns=0.23
export IMPL_cts_hold_repair_buffers=0
export IMPL_die_area_um2=8280
export IMPL_post_synth_num_cell_types=18
export IMPL_drt_wl_total_um=1090
export IMPL_hold_violations=0
export IMPL_syn_to_final_growth_pct=57.3
export IMPL_initial_antenna_violation_count=0
export IMPL_compound_area_share_pct=7.73
export IMPL_mux_share_pct=6.14
export IMPL_stdcell_area_um2=866
export IMPL_critical_path_top_delay_family="multiplexers"
export IMPL_floorplan_core_area_um2=4820
export IMPL_critical_path_cell_chain="buf_6, mux4_2, buf_2"
export IMPL_syn_area_um2=551
export IMPL_die_w_um=91
export IMPL_synth_xor_xnor_area_share_pct=11.1
export IMPL_grt_overflow_total=0
export IMPL_timing_fmax_ghz=0.645
export IMPL_instance_tally_after_logic_synthesis=45
export IMPL_combGateArea_um2=284
export IMPL_synth_cellmix_adderShare_pct=13.6
export IMPL_nFillCells=540
export IMPL_setup_slack_ns=-0.151
export IMPL_cp_data_required_time_ns=1.12
export IMPL_first_global_vias=437
export IMPL_timing_final_setup_violations=3
export IMPL_log_warning_count=31
export IMPL_initial_core_util_pct=11.4
export IMPL_ports_placed_on_the_boundary=8
export IMPL_finalWorstPathRequiredPeriod_ns=1.55
export IMPL_route_antenna_remaining_nets=0
export IMPL_cts_tree="built"
export IMPL_global_route_wire_length_before_repair_um=1900
export IMPL_timing_critical_path_arrival_ns=1.27
export IMPL_ys_sh_simple_pct=7.50
export IMPL_final_layout_size_suffix_gt1_share_pct=37.7
export IMPL_critical_path_startpoint_type="register"
export IMPL_portBuffers=7
export IMPL_layoutNonFillerInstCount=136
export IMPL_timing_final_crit_share_pct=111
export IMPL_whs_ns=0.262
export IMPL_worst_slew_margin_rel_pct=77.5
export IMPL_fp_dieH_um=91
export IMPL_layout_top_cells="12 x sky130_fd_sc_hd__buf_4, 6 x sky130_fd_sc_hd__inv_1, 6 x sky130_fd_sc_hd__dfrtp_1"
export IMPL_logic_family="adder cells"
export IMPL_cts_buffer_depth=2
export IMPL_grt_setup_unrepaired="yes"
export IMPL_ctsRootBufferMaster="sky130_fd_sc_hd__clkbuf_8"
export IMPL_drt_first_iter_violations=8
export IMPL_place_inst=130
export IMPL_antenna_diode_count=0
path summary, 6_finish.rpt:
path / depth (start not counted) / to / start
worst max-delay path: 3 / pop_data_o[0] / rd_ptr_q[1]$_DFFE_PP0P_
worst min-delay path: 2 / rd_ptr_q[1]$_DFFE_PP0P_ / reset
worst max register to register: 4 / rd_ptr_q[1]$_DFFE_PP0P_ / rd_ptr_q[0]$_DFFE_PP0P_
worst min register to register: 1 / rd_ptr_q[2]$_DFFE_PP0P_ / rd_ptr_q[2]$_DFFE_PP0P_
max in group asynchronous: 2 / rd_ptr_q[0]$_DFFE_PP0P_ / reset
min in group clk0: 1 / rd_ptr_q[2]$_DFFE_PP0P_ / rd_ptr_q[2]$_DFFE_PP0P_
where the power goes:
group	switching, mW	leakage, nW	total (mW)	internal (mW)
combinational	0.440	0.234	1.06	0.620
clock	0.0999	0.0228	0.298	0.198
sequential	0.0884	0.111	0.554	0.466
cells in the mapped netlist:
cell type                  n  area, µm²
sky130_fd_sc_hd__nor3b_1   1       7.51
sky130_fd_sc_hd__nand2_1   4       15.0
sky130_fd_sc_hd__ha_1      6       75.1
sky130_fd_sc_hd__nand3b_1  1       7.51
sky130_fd_sc_hd__nand2b_1  1       6.26
sky130_fd_sc_hd__o21ai_0   1       5.00
sky130_fd_sc_hd__xnor2_1   3       26.3
sky130_fd_sc_hd__edfxtp_1  4        120
sky130_fd_sc_hd__dfrtp_1   6        150
sky130_fd_sc_hd__o32ai_2   1       16.3
sky130_fd_sc_hd__xor2_1    4       35.0
sky130_fd_sc_hd__mux2_1    1       11.3
sky130_fd_sc_hd__mux4_2    1       22.5
sky130_fd_sc_hd__o32ai_1   1       8.76
sky130_fd_sc_hd__nor3_1    1       5.00
sky130_fd_sc_hd__inv_2     1       3.75
sky130_fd_sc_hd__o22ai_1   2       12.5
sky130_fd_sc_hd__inv_1     6       22.5
sequential cells by signal, indices dropped and copies added, names as in the netlist:
| register | cells |
|---|---|
| wr_ptr_q | 3 |
| fifo_mem | 4 |
| rd_ptr_q | 3 |
layout make-up:
| class | count | area share [%] |
|---|---|---|
| Multi-Input combinational cell | 28 | 32.8 |
| Clock buffer | 4 | 5.20 |
| Sequential cell | 10 | 31.2 |
| Timing Repair Buffer | 20 | 18.1 |
| Inverter | 7 | 3.03 |
| Tap cell | 67 | 9.68 |
logic make-up (layout without fill, tap and decap cells):
| logic type | after synthesis | count (layout) |
|---|---|---|
| compound gates | 5 | 5 |
| mux | 2 | 2 |
| simple gates | 8 | 8 |
| flops | 10 | 10 |
| xor+xnor | 7 | 7 |
| fa+ha+maj | 6 | 6 |
| buf+inv | 7 | 31 |
what timing repair did:
action,in CTS,in global routing
buffers inserted,2,0
endpoints found under the hold margin,0,0
resized,10,4
setup endpoints to repair,3,7
pin swaps,3,1
layer usage:
metal | up-vias | wire length (µm) | GRT usage (%)
met1 | 197 | 470 | 3.35
met4 | 0 | 5 | 0.522
met3 | 2 | 104 | 1.66
met2 | 11 | 512 | 4.12
met5 | - | 0 | 0
li1 | 201 | - | -
stage by stage:
step | total power, mW | TNS, ns
4_1_cts | 1.82 | -0.334
6_report | 1.91 | -0.296
5_1_grt | 2.09 | -0.514
3_3_place_gp | 1.51 | -0.605
2_1_floorplan | 1.04 | 0
3_5_place_dp | 1.53 | -0.626
Power and IR drop assume default switching activity.
