<file path="flow/run.sh">
#!/bin/bash
# OpenROAD 26Q1-2900-gdf79404cd8, Yosys 0.63+post, stock flow scripts
make -C /OpenROAD-flow-scripts/flow DESIGN_CONFIG=/design/flow/config.mk WORK_HOME=/design/flow/orfs finish
</file>
<file path="flow/constraint.sdc">
current_design day16

set clk_period 6.6
set clk_io_pct 0.2

create_clock -name clk0 -period $clk_period [get_ports {clk}]

set non_clock_inputs [all_inputs -no_clocks]
set_input_delay [expr $clk_period * $clk_io_pct] -clock clk0 $non_clock_inputs
set_output_delay [expr $clk_period * $clk_io_pct] -clock clk0 [all_outputs]
</file>
<file path="flow/config.mk">
export PLATFORM = sky130hd
export DESIGN_NAME = day16
export DESIGN_NICKNAME = day16
export VERILOG_FILES = /design/flow/design.v
export SDC_FILE = /design/flow/constraint.sdc
export NUM_CORES = 4
export LEC_CHECK = 1
export CORE_UTILIZATION = 40
</file>
<file path="flow/design.v">
module day16 (
    input       wire        clk,
    input       wire        reset,
    input       wire[1:0]   cmd_i,
    output      wire        psel_o,
    output      wire        penable_o,
    output      wire[31:0]  paddr_o,
    output      wire        pwrite_o,
    output      wire[31:0]  pwdata_o,
    input       wire        pready_i,
    input       wire[31:0]  prdata_i
  );
    typedef enum logic[1:0] {ST_IDLE = 2'b00, ST_SETUP = 2'b01, ST_ACCESS = 2'b10} apb_state_t;
    apb_state_t nxt_state;
    apb_state_t state_q;
    logic[31:0] rdata_q;
    always_ff @(posedge clk or posedge reset)
      if (reset)
        state_q <= ST_IDLE;
      else
        state_q <= nxt_state;
    always_comb begin
      nxt_state = state_q;
      case (state_q)
        ST_IDLE   : if (|cmd_i) nxt_state = ST_SETUP; else nxt_state = ST_IDLE;
        ST_SETUP  : nxt_state = ST_ACCESS;
        ST_ACCESS : begin
          if (pready_i) nxt_state = ST_IDLE;
        end
        default   : nxt_state = state_q;
      endcase
    end
    assign psel_o     = (state_q == ST_SETUP) | (state_q == ST_ACCESS);
    assign penable_o  = (state_q == ST_ACCESS);
    assign pwrite_o   = cmd_i[1];
    assign paddr_o    = 32'hDEAD_CAFE;
    assign pwdata_o   = rdata_q + 32'h1;
    always_ff @(posedge clk or posedge reset)
      if (reset)
        rdata_q <= 32'h0;
      else if (penable_o && pready_i)
        rdata_q <= prdata_i;
  endmodule
</file>
==> results.yml <==
# physical design summary
final_timing:
  max_slew.worst_pin.slew_ps: 504
  clock_skew_ps: 6.08
  finalSetupViolCount: 0
  final_hold_viol_count: 0
  worst_slack_ps: 2790
  hold-worst-slack_ps: 457
  grt_setup_unrepaired: "no"
  min_period_over_period: 0.578
  slew_viol_final: 0
  max_freq_mhz: 262
  relSlewSlack: 0.661
  totalNegativeSetupSlack_ps: 0
  post_layout_minimum_cycle_time_ps: 3810
routing:
  drt-pass1-iter-count: 4
  drt-wirelength-per-cell_um: 12.3
  antenna_violating_nets_post_route: 0
  drc: 0
  drt-vias-per-instance: 4.48
  totalWireLength_um: 4300
  vias: 1574
  drtIter0Drc: 22
  detail_route.antenna_diodes: 0
synth:
  synth_flops: 35
  synth_area_leader_cell: "dfrtp_1"
  ys_cells: 206
  syn_inst: 206
  synthDistinctLibCells: 34
  yosys.stat.chipArea_um2: 2270
  yosys.area_share.simple: 0.198
  synthesis.area_um2: 2270
  synth.top_cell.area_share: 0.375
  logic_family: "simple AND/OR/NAND/NOR gates"
  yosys_aoi_share: 0.00331
  mux_share: 0.159
  post_synth_main_area_contributors: "dfrtp_1, mux2_2, buf_4"
  syn_avg_cell_area_um2: 11.0
  post_synth_fa_ha_maj_area_fraction: 0.00552
  ys_seq_frac: 0.387
  synth.yosys.warnings: 1
  ys_sh_xor: 0.116
clock_network:
  maximum_clock_path_buffer_count: 2
  cts_made_buffers: 5
  clkTransAtPathRegs_ps: 70
  cts_tree: "yes"
  cts.sink_count: 35
  clock_insertion_delay_worst_skew_ps: 280
  clock_tree.root_cell: "clkbuf_8"
  postCtsResizedCells: 0
  hold_buffers: 0
  clock_tree.htree_level_count: 2
  post_cts.repair.setup_buffers: 0
min_path:
  holdCritPathClass: "register to register"
worst_setup_path:
  setup.reg_to_reg.worst_slack_ps: 5230
  critPathArrivalTime_ps: 2490
  setup.worst_path.class: "register to output pin"
  setup.worst_path.start_class: "register"
  crit_chain: "ha_1 > nand3_1 > nor4_4 > nor4b_2 > xor2_1 > clkdlybuf4s50_1"
  slowest_stage_cell_crit_path: "clkdlybuf4s50_1"
  largest_incremental_delay_on_the_critical_path_ps: 480
  worstPathRequired_ps: 5280
  critical_path.endpoint_type: "output pin"
  timing.critical_path.fanout_max: 8
final_layout:
  layout.cells.most_common_list: "clkdlybuf4s50_1, dfrtp_1, mux2_2, conb_1, xnor2_1"
  final_layout_size_suffix_gt1_frac: 0.215
  areaGrowthSynthToFinish_pct: 32.7
  multi_input_comb_area_um2: 1210
  design_area_um2: 3010
  layout_top_cell: "clkdlybuf4s50_1"
  fillCellCount: 499
  seq_area_um2: 877
  finalCoreUtilization: 0.550
  finish.cell_count_without_fillers: 351
power:
  power_density_nw_per_um2: 130
  leakagePower_nw: 1.39
  post-layout-total-power_uw: 390
  ir_drop_mv: 0.0748
job:
  drv.max_cap_violation_count: 0
  log.warning_count: 25
global_route:
  grt_start_max_net_pins: 36
  global_route.usage.total: 0.155
  globalRouteOverflowTotal: 0
  grt_pass1_vias: 1446
  grt_pass1_wl_um: 7130
  initial_antenna_violation_count: 0
die:
  placement_rows: 27
  dieHeight_um: 77.3
  die_area_um2: 5970
  fp.coreArea_um2: 5470
  floorplan.initialDensity: 0.414
  io_pins: 104
  die_width_um: 77.3
placed_design:
  postPlaceCellArea_um2: 2930
  post-dp-hpwl_um: 3150
  numPortBuffers: 71
  dpl.cell_count: 343
  final_weighted_congestion_of_routability_driven_global_placement: 0.752
  worst_slack_after_detailed_placement_ps: 3030
outcome:
  status: "finished clean"
logic make-up after synthesis:
family	Yosys count
AOI/OAI and AO/OA	1
xor gates and xnor gates	30
adders and majority gates	1
buffers and inverters	44
DFF	35
muxes	32
other	2
and+or+nand+nor	61
worst max-delay path, delay by kind of cell (launching register included):
family	cells	cell delay (ps)
xor gates and xnor gates	1	180
adders and majority gates	1	220
buffers and inverters	1	480
DFF	1	400
and+or+nand+nor	3	920
final timing paths:
| path | startpoint | end | cells after the start |
|---|---|---|---|
| setup / recovery | rdata_q[0]$_DFFE_PP0P_ | pwdata_o[30] | 6 |
| hold / removal | state_q[2]$_DFF_PP0_ | state_q[1]$_DFF_PP0_ | 1 |
| setup reg to reg | state_q[1]$_DFF_PP0_ | rdata_q[0]$_DFFE_PP0P_ | 3 |
| hold reg to reg | state_q[2]$_DFF_PP0_ | state_q[1]$_DFF_PP0_ | 1 |
| max in group asynchronous | reset | state_q[0]$_DFF_PP1_ | 3 |
| min in group asynchronous | reset | rdata_q[0]$_DFFE_PP0P_ | 3 |
routing by layer:
layer | vias up | track usage | wire length, um
li1 | 784 | - | -
met4 | 0 | 0.0170 | 59
met1 | 717 | 0.249 | 2060
met2 | 67 | 0.226 | 1870
met5 | - | 0 | 0
met3 | 6 | 0.0351 | 315
cells in the mapped netlist:
cell type	n
buf_4	33
inv_1	5
and3_1	1
or2_2	1
nor2b_1	2
nor3_1	1
mux2_2	32
buf_1	3
and2_1	1
and4_2	1
nor4_2	4
nand3_4	1
nor4_4	1
nor2_1	5
and2_2	1
dfstp_2	1
and4_4	1
ha_1	1
nand2_2	1
dfrtp_1	34
and3_2	2
nand3_1	9
a21o_1	1
nand4_1	7
nand3_2	1
buf_2	2
nor4b_2	3
nand4_4	1
conb_1	2
inv_2	1
xnor2_1	19
and4_1	5
xor2_1	11
nand2_1	12
registers in the layout, indices dropped and copies added, names as in the netlist:
signal and flops:
rdata_q 32, state_q 3
layout make-up:
cell class	count	area share
repair buffers	73	0.241
inverters	6	0.00749
clock inverters	1	0.00166
multi-input cells	157	0.403
well taps	72	0.0300
clock buffers	7	0.0254
flip-flops and latches	35	0.292
power by group:
part           total, mW  internal [mW]  switching, mW
sequential         0.214          0.214              0
clock              0.148         0.0740         0.0741
combinational     0.0274         0.0196        0.00783
total              0.390          0.308         0.0819
Power and IR drop assume default switching activity.
